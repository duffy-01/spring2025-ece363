$ cat flow/run.sh
#!/bin/bash
# OpenROAD 26Q1-2900-gdf79404cd8, Yosys 0.63+post, stock flow scripts
make -C /OpenROAD-flow-scripts/flow DESIGN_CONFIG=/design/flow/config.mk WORK_HOME=/design/flow/orfs finish
$ cat flow/config.mk
export PLATFORM = sky130hd
export DESIGN_NAME = practice
export DESIGN_NICKNAME = practice
export VERILOG_FILES = /design/flow/design.v
export SDC_FILE = /design/flow/constraint.sdc
export NUM_CORES = 4
export LEC_CHECK = 1
export CORE_AREA = 10 10 70 70
export DIE_AREA = 0 0 80 80
$ cat flow/constraint.sdc
current_design practice

set clk_period 2.2
set clk_io_pct 0.2

create_clock -name clk0 -period $clk_period [get_ports {clk}]

set non_clock_inputs [all_inputs -no_clocks]
set_input_delay [expr $clk_period * $clk_io_pct] -clock clk0 $non_clock_inputs
set_output_delay [expr $clk_period * $clk_io_pct] -clock clk0 [all_outputs]
$ cat flow/design.v
interface rippleADD_io;
        logic [1:0]a;
        logic [1:0]b;
        logic carryIn;
        logic carry;
        logic [1:0]sum;
        modport TB (output a, b, carryIn, input carry, sum);
endinterface
interface fullAdder_io;
        logic a, b, carryIn;
        logic carry, sum;
        modport TB (output a, b, carryIn, input carry, sum);
endinterface
module practice(input w, clk, reset, output z);
parameter A=3'b000, B=3'b001, C=3'b010, D=3'b011, E=3'b100, F=3'b101, G=3'b110, H=3'b111;
reg [2:0] ps, ns;
reg z;
always@(posedge clk or negedge reset)
begin
if(reset==0)
begin
ps<=A;
end
else
begin
ps<=ns;
end
end
always@(w or ps)
begin
case(ps)
A: begin if(w==0) ns<=B; else ns<=A; end
B: begin if(w==0) ns<=A; else ns<=C; end
C: begin if(w==0) ns<=A; else ns<=D; end
D: begin if(w==0) ns<=E; else ns<=A; end
E: begin if(w==0) ns<=F; else ns<=A; end
F: begin if(w==0) ns<=A; else ns<=G; end
G: begin if(w==0) ns<=A; else ns<=H; end
H: begin if(w==0) ns<=A; else ns<=A; end
default: ns<=A;
endcase
end
always@(ps)
begin
if(ps==H)
begin
z<=1;
end
else
begin
z<=0;
end
end
endmodule
==> Slide: Implementation Results <==
Physical Implementation Snapshot

Job
  • Tool warnings: 25
  • Number of max-capacitance violations reported: 0

STA
  • Post-route worst hold slack: 0.464 ns
  • Setup repair after global routing missed its margin: false
  • Final Max Slew Viols: 0
  • Sum of negative setup slack: 0 ns
  • Final setup slack of the worst path: 0.653 ns
  • Fmax: around 0.65 GHz
  • Number of endpoints with negative hold slack in the final report: 0
  • Period utilization: 70.3%
  • Final-report setup violation count: 0
  • Normalized max-slew margin: between 70 and 80%
  • Clock Skew: 0.00457 ns
  • Transition time at the pin with the least slew margin: 0.359 ns
  • Minimum period implied by the final worst setup slack: 1.55 ns

Route
  • Met2 layer wire length in the routed design: 128 um
  • Average wire per cell in the routed design: ~6.5 um
  • Pre-Repair DR Iteration Count: 2
  • Count of routing violations after the opening detailed-route iteration: 9
  • DR vias/cell: 2.18
  • Antenna Nets Post-Route: 0
  • DRC violation count after routing: 0
  • Wire length on met3: 91 um
  • Routed wire length: between 400 and 500 um
  • Final antenna diode count: 0
  • Routed metal-1 wirelength: 248 um
  • Highest routed layer: met3
  • Via Count: between 150 and 200

Clock tree
  • Post CTS Setup Buffer Count: 0
  • Clock Latency Late Sink: ~0.25 ns
  • Max clock buf depth: 2
  • Number of buffers added by the clock tree synthesis step: 3
  • Count of hold-fix buffers inserted at cts: 0
  • Clock sink total: 8
  • TritonCTS clock tree: done
  • # H-tree levels: 1
  • Total of cells resized after clock tree synthesis: 0
  • Clock transition at the registers of the reported paths: around 0.050 ns
  • Root buffer cell: clkbuf_4

Worst setup path
  • Data required, critical path: 1.76 ns
  • Beginning of the worst register-to-register path: ps[5]
  • Cell with the biggest individual delay on the critical path: clkdlybuf4s50_1
  • Class of the most critical setup path: register to primary output
  • Crit-path leading delay family: buffers and inverters
  • Largest fanout on the critical path: 3
  • WP buf/inv: 1
  • Crit path cell chain: clkdlybuf4s50_1
  • Launch point of the critical path: ps[7]
  • CP peak stage delay: 0.48 ns
  • Startpoint Class: register
  • Data arrival time of the critical path: 1.11 ns
  • Setup crit end kind: primary output

Power
  • Sequential Power Share: 54.1%
  • Combinational group share of total power: 6.5%
  • Internal power of the cells: 0.237 mW
  • Sw frac: roughly 20%
  • Peak supply drop: 0.285 mV
  • Power per cell area: 753 nW/um^2
  • Leakage dissipation: 0.170 nW
  • Clock power frac: 39.4%
  • Net switching power: 0.0601 mW

Yosys
  • Gate count after technology mapping: 19
  • Summed standard-cell area reported by yosys: 282 um^2
  • Synth top area share: 62.2%
  • Post-synthesis cell area: 282 um^2
  • Avg Inst Size Synth: 14.8 um^2
  • Synthesis warning total: 1
  • Tally of unique sky130hd cells used after synthesis: 7
  • Post-synthesis sequential element count: 8
  • Largest cells by area after synthesis: dfrtp_1 62%, and2_2 11%, dfstp_2 9.3%
  • Sequential cell area fraction in the yosys report: 71.6%
  • Cell total in the yosys stat output: 19
  • Area leader, netlist: dfrtp_1

Global route
  • Antenna violations before repair: 0
  • Wire length of the first global-routing pass: 855 um
  • Overall Global Routing Usage: around 1.8%
  • Pin count of the biggest net entering global routing: 10
  • Vias in the first global route: about 180
  • Overflow after GRT: 0

Die
  • Y dimension of the die: 80 um
  • Core utilization before placement: between 8 and 9%
  • I/O pin count: 4
  • Die area: 6400 um^2
  • Die x size: roughly 80 um
  • Standard cell core area: 3420 um^2
  • Num rows: 21

Finish
  • Largest register by flop count: ps
  • Area growth from synthesis to layout: 40.4%
  • Max reg flops: 8
  • Fraction of layout instances using a drive strength above 1: 42.3%
  • Core Util, Final: a little under an eighth
  • Largest registers ranked by flip-flop count: ps: 8 flops
  • Filler Cell Count: 396

Outcome
  • Outcome: complete, no violations

Hold path
  • Classification of the worst-slack hold path: primary input to async pin

Placed design
  • HPWL after DPL: 362 um
  • PortBufs: 3
  • Place WS: 0.666 ns
  • Placer Congestion: 0.783
-- per-stage QoR --
step                      instances  instance area [um^2]  total power, mW
after global routing             72                   395            0.317
after detailed placement         68                   369            0.183
final                            72                   395            0.298
after global placement           68                   369            0.183
after floorplan                  19                   282            0.172
after CTS                        72                   395            0.303
-- worst reg2reg max path, delay by kind of cell (launching register included) --
kind	cells	cell delay (ns)
AND/OR/NAND/NOR	1	0.29
AND-OR/OR-AND	1	0.14
flip-flops	1	0.37
-- power groups by stage --
stage	clock network (mW)	logic [mW]	registers, mW
finish	0.117	0.0195	0.161
CTS	0.122	0.0196	0.161
global route	0.132	0.0225	0.162
-- routing by layer --
layer | global-route usage [%] | vias up
li1 | - | 77
met3 | 2.16 | 0
met2 | 1.85 | 7
met5 | 0 | -
met4 | 0 | 0
met1 | 2.37 | 73
-- Yosys cell counts, drive strengths merged --
cell / instances
nor2: 1
and2b: 3
nor4: 2
and2: 4
dfstp: 1
a22oi: 1
dfrtp: 7
-- cell families (layout without fill, tap and decap cells) --
kind of cell           Yosys count  count (layout)  share of synthesized area (%)
AOI/OAI and AO/OA                1               1                           2.67
buffers and inverters            0               7                              0
DFF                              8               8                           71.6
and+or+nand+nor                 10              10                           25.8
-- layout make-up --
type	count	area [um^2]	area share [%]
Clock buffer	4	26.3	6.65
Tap cell	46	57.6	14.6
Multi-Input combinational cell	11	80.1	20.3
Sequential cell	8	201	50.9
Timing Repair Buffer	3	30.0	7.59
-- path summary, 6_finish.rpt --
path / end / slack, ns / depth (start not counted)
hold / removal: ps[6] / 0.46 / 1
min in group clk0: ps[7] / 0.50 / 1
hold reg to reg: ps[7] / 0.50 / 1
setup / recovery: z / 0.65 / 1
setup reg to reg: ps[0] / 1.31 / 2
max in group asynchronous: ps[0] / 1.43 / 1
-- cells in the final DEF (no fill, tap or decap) --
cell type and n:
nor4_1 2, dfstp_2 1, clkbuf_4 3, clkdlybuf4s50_1 3, and2_2 4, and2b_2 3
a22oi_1 1, dfrtp_1 7, clkbuf_1 1, nor2_1 1
Power figures rest on the tool's default switching activity, not on a simulated workload.
